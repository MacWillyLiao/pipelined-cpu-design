## ./run.sh

```bash
#!/bin/bash
# OpenROAD 26Q1-2900-gdf79404cd8, Yosys 0.63+post, stock flow scripts
make -C /OpenROAD-flow-scripts/flow DESIGN_CONFIG=/design/flow/config.mk WORK_HOME=/design/flow/orfs finish
```

## ./config.mk

```make
export PLATFORM = sky130hd
export DESIGN_NAME = reg_file
export DESIGN_NICKNAME = reg_file
export VERILOG_FILES = /design/flow/design.v
export SDC_FILE = /design/flow/constraint.sdc
export NUM_CORES = 4
export LEC_CHECK = 1
export CORE_UTILIZATION = 40
```

## ./constraint.sdc

```tcl
current_design reg_file

set clk_period 7.2
set clk_io_pct 0.2

create_clock -name clk0 -period $clk_period [get_ports {clk}]

set non_clock_inputs [all_inputs -no_clocks]
set_input_delay [expr $clk_period * $clk_io_pct] -clock clk0 $non_clock_inputs
set_output_delay [expr $clk_period * $clk_io_pct] -clock clk0 [all_outputs]
```

## ./design.v

```verilog
module reg_file (clk, RegWrite, RN1, RN2, WN, WD, RD1, RD2);
	input clk;
	input RegWrite;
	input [4:0] RN1, RN2, WN;
	input [31:0] WD;
	output [31:0] RD1, RD2;
	reg [31:0] RD1, RD2;
	reg [31:0] file_array[31:1];
	always @(RN1 or file_array[RN1]) begin   
		if (RN1 == 0)
			RD1 = 32'd0;
		else
			RD1 = file_array[RN1];
		$display("%d, reg_file[%d] => %d (Port 1)", $time/10, RN1, RD1);
	end
	always @(RN2 or file_array[RN2]) begin
		if (RN2 == 0)
			RD2 = 32'd0;
		else
			RD2 = file_array[RN2];
		$display("%d, reg_file[%d] => %d (Port 2)", $time/10, RN2, RD2);
	end
	always @(posedge clk) begin
		if (RegWrite && (WN != 0)) begin
			file_array[WN] <= WD;
			$display("%d, reg_file[%d] <= %d (Write)", $time/10, WN, WD);
		end
	end
endmodule
```

==> impl_metrics.ini <==
; flow metrics
[yosys]
synth_area_sq_um = 46500
synth_stat.cells = 2601
yosys_warnings = 3
ys_types = 38
simple_gate_area_share_pct = 3.85
synth-area-yosys_sq_um = 46500
synthTopLogicFamily = multiplexers
numSynthFlops = 992
fa_ha_area_share_pct = 0
compound_area_share_pct = 5.17
mux_share_pct = 24.6
synthCells = 2601
synth.cellmix.xorXnorShare_pct = 0
avgSynthCellArea_sq_um = 17.9
synth-seq-area-share_pct = 64.1

[power]
power.density_nw_per_um2 = 246
vdd_drop_max_mv = 0.183
p_int_mw = 10.1
p_sw_share_pct = 23.0
clkPwrFrac_pct = 41.4
p_leak_nw = 17.5
power_frac_comb_pct = 9.4
p_switching_mw = 3.02
p_seq_share_pct = 49.2

[finish]
logic_area_sq_um = 15900
layout_top_cell = edfxtp_1
nFillCells = 9360
largest_register = file_array
area.sequential_sq_um = 29800
syn_to_final_growth_pct = 14.8
drive_gt1_share_pct = 25.1
layout_top_cells = edfxtp_1, mux4_2, mux2i_1, buf_4, clkbuf_16
postLayoutCoreUtil_pct = 46.5
largest_reg_flops = 992
reg_top3 = file_array: 992 flops

[cts]
max-clock-path-buffers = 3
cts_made_buffers = 105
postCtsHoldBufs = 0
clkSlewWorstSetupHoldPaths_ns = 0.06
cts_sinks = 992
cts_resized = 0
h-tree-depth = 3
clockRootBuffer = clkbuf_16
cts_tree = yes
cts_setup_buffers = 0

[floorplanning]
core_util_floorplan_pct = 40.5
coreArea_sq_um = 115000
dieWidth_um = 343
num_rows = 124
die_h_um = 343
chipArea_sq_um = 118000
ios = 113

[place]
port_buffers = 112
place_ws_ns = 1.19
gp_congestion = 0.915
dp_hpwl_mm = 89.8

[timing]
timing.final.ws_setup_ns = 1.17
grt_setup_unrepaired = no
hold_viol = 0
finalSetupTns_ns = 0
worst_slew_pin_slew_ns = 1.13
finalSetupViolCount = 0
fmax_ghz = 0.166
finalCriticalPeriod_ns = 6.03
slew-limit-headroom_pct = 24.4
drv_slew = 0
period_used_pct = 83.7

[route]
first_pass_iters = 8
final_antenna_net_count = 0
wl_per_cell_um = 33.6
drcViolationCount = 0
wirelength_mm = 146
via_per_inst = 6.22
vias = 27070
drt-initial-drc-count = 1577

[global_routing]
grt_util_met2_pct = 39.7
grt.overflow.total = 0
grt_pass1_wl_mm = 208
gr-max-usage-layer = met2
grt_pass1_vias = 30032
use_met1_pct = 30.8
use_met3_pct = 22.6
antenna_found_initial = 10
grt_max_degree = 67
grtUsageTotal_pct = 27.3

[setup_path]
arrival_ns = 4.59
endpoint = RD1[6]
crit_fanout = 15
startpoint = RN1[4]
cp-end-kind = primary output
cp.required_ns = 5.76
start_kind = input pin
crit_type = input pin to primary output

[run_status]
status = completed

[flow_run]
tool_warnings = 25
maxCapViolCount = 0

[min_path]
min_path_type = input pin to flop
## cell usage after synthesis, drive strengths merged
master,count,area (sq um)
edfxtp,992,29800
mux4,348,7870
mux2i,316,3160
buf,119,776
nor2,115,432
a22oi,92,691
nand2,89,334
clkbuf,85,319
a21oi,68,340
nand3,52,260
a22o,45,394
nor2b,36,225
and2,34,213
mux2,34,383
o21ai,32,160
a211o,31,272
a311o,31,310
a211oi,18,135
nand4,18,113
a31oi,14,87.6
and3,14,87.6
nand3b,6,45.0
or3b,3,26.3
nand2b,2,12.5
nor3,2,15.0
inv,1,3.75
nor3b,1,7.51
nor4,1,12.5
o221ai,1,15.0
or3,1,6.26
## metal layers
metal  up-vias  wire length (um)
li1      11157                 -
met1     13644             45900
met2      1935             67400
met3       316             27200
met4        18              5410
met5         -               203
## critical path: stages
cell and delay [ns]:
clkdlybuf4s50_1 0.87, nand2_1 0.57, buf_4 0.39, a21oi_1 0.07
nand3_1 0.11, nand4_1 0.49, clkdlybuf4s50_1 0.63
## through the flow
step           total power [mW]  hold slack (ns)  instance area (sq um)  std cells
2_1_floorplan              7.22             1.54                  46500       2601
3_3_place_gp               7.78             2.26                  49900       4155
3_5_place_dp               7.80             2.27                  49900       4155
4_1_cts                    13.2             1.52                  53400       4349
5_1_grt                    13.5             1.58                  53400       4349
6_report                   13.1             1.55                  53400       4351
## power by group through the flow
| stage | Clock (mW) | Sequential, mW | Combinational [mW] |
|---|---|---|---|
| after CTS | 5.49 | 6.45 | 1.23 |
| after global routing | 5.70 | 6.46 | 1.30 |
| final | 5.42 | 6.46 | 1.23 |
## final cells by class
class	count	share of cell area, %
clock inverters	69	1.43
diodes	2	0.00938
repair buffers	246	4.36
clock buffers	125	5.06
well taps	1512	3.54
flip-flops and latches	992	55.8
multi-input cells	1404	29.8
inverters	1	0.00703
## worst min-delay path by stage
stage	start	end	depth (start not counted)
after CTS	WD[21]	file_array[25][21]	2
after global routing	WD[19]	file_array[25][19]	2
final	WD[21]	file_array[25][21]	2
## cells by family (layout without fill, tap and decap cells)
| kind of cell | after synthesis | in the layout |
|---|---|---|
| AOI/OAI and AO/OA | 332 | 332 |
| and+or+nand+nor | 374 | 374 |
| muxes | 698 | 698 |
| other | 0 | 2 |
| buffers and inverters | 205 | 441 |
| DFF | 992 | 992 |
Power and IR drop assume default switching activity.
